File: design/flow/design.v
module i2c_clk_divider(
    input wire reset,
    input wire ref_clk,
    output reg i2c_clk
);
reg [9:0] count_cycles = 0;
parameter DELAY = 250;   
initial i2c_clk = 0;
always @(posedge ref_clk) begin
    if (count_cycles == (DELAY/2)-1) begin
        i2c_clk = ~i2c_clk;  
        count_cycles = 0 ;  
    end
    else begin
        count_cycles = count_cycles + 1;  
    end
end
endmodule
module i2c_master_top (
    input  wire i_Clk,       
    input  wire reset,     
    output wire io_PMOD_1,  
    output wire io_PMOD_2  
);
    wire i2c_clk;    
    wire scl_out;
    wire sda_out;
  i2c_clk_divider clock_divider
  (.ref_clk(i_Clk),
   .reset(reset),
   .i2c_clk(i2c_clk));  
step1 i2c_master_module(
    .i2c_clk(i2c_clk),
    .reset(reset),
    .i2c_sda(sda_out),
    .i2c_scl(scl_out)
);
assign io_PMOD_2 = sda_out;
assign io_PMOD_1 = scl_out;
endmodule
module step1 (
    input wire i2c_clk,  
    input wire reset,
    output reg i2c_sda,
    output wire i2c_scl
);
    parameter IDLE         = 3'b000;
    parameter START        = 3'b001;
    parameter MSB_ADDRESS  = 3'b010;
    parameter RW           = 3'b011;
    parameter ACK          = 3'b100;
    parameter DATA_RW      = 3'b101;
    parameter ACK_2        = 3'b110;
    parameter STOP         = 3'b111;
    reg [2:0] STATE;
    reg [6:0] ADDR = 7'h3f;  
    reg [7:0] COUNT;
    reg [7:0] DATA = "A";
    reg i2c_scl_en = 0;
assign i2c_scl  = (i2c_scl_en == 0) ? 1 : ~i2c_clk;
assign ready = ((reset == 0) && (STATE == IDLE)) ? 1 : 0;
always @(negedge i2c_clk) begin
    if (reset == 1) begin
        i2c_scl_en <= 0;
    end else begin
        if ((STATE == IDLE) || (STATE == START) || (STATE == STOP)) begin
            i2c_scl_en <= 0;  
        end
        else begin
            i2c_scl_en <= 1;
        end
    end
end
always @(posedge i2c_clk) begin
    if (reset == 1) begin
        STATE <= IDLE;
        i2c_sda <= 1;
        ADDR <= 7'h3F;
        COUNT <= 8'd0;
    end
    else begin
        case(STATE)
        IDLE: begin
            i2c_sda <= 1;
            STATE <= 1;  
        end
        START: begin
            i2c_sda <= 0;
            COUNT <= 6;
            STATE <= MSB_ADDRESS;
        end
        MSB_ADDRESS: begin
            i2c_sda <= ADDR[COUNT];  
            if (COUNT == 0) STATE <= RW;  
            else COUNT <= COUNT -1;
        end
        RW: begin
            i2c_sda <= 0;  
            STATE <= ACK;
        end
        ACK: begin
            STATE <= DATA_RW;
            COUNT <= 7;
        end
        DATA_RW: begin
            i2c_sda <= DATA[COUNT];
            if (COUNT == 0) STATE <= ACK_2;  
            else COUNT <= COUNT -1;
        end
        ACK_2: begin
            STATE <= STOP;
        end
        STOP: begin
            i2c_sda <= 1;
            STATE <= IDLE;
        end
        endcase
    end
end
endmodule
File: design/flow/run.sh
#!/bin/bash
# OpenROAD 26Q1-2900-gdf79404cd8, Yosys 0.63+post, stock flow scripts
make -C /OpenROAD-flow-scripts/flow DESIGN_CONFIG=/design/flow/config.mk WORK_HOME=/design/flow/orfs finish
File: design/flow/config.mk
export PLATFORM = sky130hd
export DESIGN_NAME = i2c_master_top
export DESIGN_NICKNAME = i2c_master_top
export VERILOG_FILES = /design/flow/design.v
export SDC_FILE = /design/flow/constraint.sdc
export NUM_CORES = 4
export LEC_CHECK = 1
export CORE_UTILIZATION = 30
File: design/flow/constraint.sdc
current_design i2c_master_top

set clk_period 2.2
set clk_io_pct 0.2

create_clock -name clk0 -period $clk_period [get_ports {i_Clk}]

set non_clock_inputs [all_inputs -no_clocks]
set_input_delay [expr $clk_period * $clk_io_pct] -clock clk0 $non_clock_inputs
set_output_delay [expr $clk_period * $clk_io_pct] -clock clk0 [all_outputs]
==> flow_summary.yaml <==
# generated from flow reports
clock_tree:
  root_buffer: "clkbuf_8"
  tritoncts: "done"
  clockBufferDepth: 2
  clock.latency.late_pin_ps: 230
  hold_buffers: 0
  cts_setup_buffers: 0
  cts_resized: 0
  cts_max_level: 1
  clkTransAtPathRegs_ps: 50
  cts_inserted_buffers: 3
route:
  antenna_left: 0
  num_vias: 864
  drt-pass1-iter-count: 4
  antenna_cells: 0
  drt-initial-drc-count: 49
  routed_wirelength_um: 1909
  routedWlPerCell_um: 10.66
  via_per_inst: 4.827
  drcViolationCount: 0
power:
  leakagePower_nw: 0.5256
  peakVddDrop_mv: 0.4286
  pwr-share-seq_pct: 49.6
  finalPower_mw: 0.4092
  powerDensity_nw_per_um2: 303.6
  pwr-share-comb_pct: 2.7
  switchingPower_mw: 0.07547
  p_clk_share_pct: 47.7
  swShare_pct: 18.44
  intPower_mw: 0.3337
logic_synthesis:
  avgSynthCellArea_sq_um: 9.662
  synth_warnings: 3
  ys_sh_aoi_pct: 12.44
  synthMuxAreaShare_pct: 2.467
  postSynthSeqShare_pct: 48.51
  synth_cells: 126
  ys_cells: 126
  numSynthFlops: 29
  synthTopLogicFamily: "simple AND/OR/NAND/NOR gates"
  synth_cell_type_count: 36
  edf_count: 1
  simple_gate_share_pct: 25.18
  synthFlopType: "dfxtp_1"
  ys_sh_adder_pct: 3.083
  synth_async_sr_flop_share_pct: 0
  syn_area_sq_um: 1217
  yosys-stat-area_sq_um: 1217
  synth-xor-area-share_pct: 5.755
final_layout:
  drive_above_1_share_pct: 6.870
  area_growth_pct: 10.69
  lay_top_count: "dfxtp_1"
  lay_top_cells: "dfxtp_1, nor2_1, nor2b_1"
  stdcell_count: 179
global_routing:
  antenna_found_initial: 0
  grt_pass1_vias: 762
  grt_start_max_net_pins: 19
  track_usage_pct: 9.695
  grt_overflow: 0
  grt_pass1_wl_um: 3291
placed_design:
  gp_congestion: 0.8147
  place_hpwl_um: 1370
  dp.cells: 175
  numPortBuffers: 3
sta:
  finalSetupViolCount: 0
  rsz0062_at_grt: "no"
  hold_viol: 0
  untimed_endpoints: 19
  fmax_mhz: 638.4
  setup_tns_ps: 0
  period_needed_ps: 1566
  post-route-period-util_pct: 71.20
  finalClockSkew_ps: 0.9520
  drv_slew: 0
  relSlewSlack_pct: 67.60
  tightest_slew_ps: 484.4
  unclocked_pins: 18
critical_path:
  reg2reg_from: "clock_divider.count_cycles[0]"
  rr_endpoint: "clock_divider.i2c_clk"
  cp.required_ps: 1760
  cp-end-kind: "output port"
  crit_type: "reg2out"
  cp-startpoint: "clock_divider.i2c_clk"
  worstRegToRegCells: 4
  arrival_ps: 1130
  crit_fanout: 2
  endpoint: "io_PMOD_1"
  r2r_slack_ps: 740
  startpoint_type: "flop"
floorplan:
  fp_util_pct: 32.28
  chipArea_sq_um: 4316
  die_y_um: 65.70
  row_count: 22
  io_pins: 4
  die-width_um: 65.70
  core_area_sq_um: 3771
flow_run:
  maxCapViolations: 0
  warnings: 26
min_path:
  hold_class: "reg2reg"
  min_from: "clock_divider.count_cycles[9]"
status:
  status: "completed"
[final cells by class]
type,instances,area (sq um)
inverter,5,18.77
tap,48,60.06
sequential,29,590.6
clock buffer,4,45.04
multi-input combinational,89,595.6
fill,371,2424
timing repair buffer,4,37.54
[metrics by stage]
stage | setup slack (ps) | instance area, sq um | util, % | hold WS, ps
2_1_floorplan | 765.2 | 1217 | - | 435.2
3_3_place_gp | 786.1 | 1303 | 34.54 | 458.4
3_5_place_dp | 716.4 | 1303 | 34.54 | 458.7
4_1_cts | 612.8 | 1348 | 35.73 | 469.7
5_1_grt | 554.6 | 1348 | 35.73 | 481.1
6_report | 633.5 | 1348 | 35.73 | 465.7
[synthesized netlist by cell type, types with 2 or more instances]
| master | n | share of area, % |
|---|---|---|
| nor2b_1 | 6 | 3.1 |
| xnor2_1 | 3 | 2.2 |
| ha_1 | 3 | 3.1 |
| nor4_1 | 2 | 1.0 |
| or4_1 | 3 | 1.8 |
| nor2_1 | 14 | 4.3 |
| inv_1 | 5 | 1.5 |
| and3_1 | 3 | 1.5 |
| nand2_1 | 5 | 1.5 |
| a21boi_1 | 2 | 1.2 |
| nor3b_1 | 2 | 1.2 |
| mux2i_1 | 3 | 2.5 |
| xor2_1 | 5 | 3.6 |
| or2_2 | 3 | 1.5 |
| or3_1 | 3 | 1.5 |
| clkbuf_1 | 2 | 0.62 |
| nand2b_1 | 3 | 1.5 |
| nor3_1 | 2 | 0.82 |
| dfxtp_1 | 28 | 46 |
| a21oi_1 | 5 | 2.1 |
| nand3_1 | 3 | 1.2 |
| o31ai_1 | 3 | 1.8 |
| nand4_1 | 3 | 1.5 |
| a311oi_1 | 3 | 2.2 |
[sequential cells by signal, indices dropped and copies added (netlist names)]
name                          count
clock_divider.count_cycles       10
i2c_master_module.COUNT           8
i2c_master_module.STATE           8
clock_divider.i2c_clk             1
i2c_master_module.i2c_scl_en      1
i2c_master_module.i2c_sda         1
[power groups by stage]
stage	Clock [mW]	Sequential [mW]	Combinational [mW]
after CTS	0.201	0.203	0.0112
after global routing	0.220	0.202	0.0124
final	0.195	0.203	0.0111
[layer usage]
metal / share of wire (%) / wire (um) / track usage (%) / up-vias
li1: - / - / - / 462
met1: 54 / 1035 / 15.34 / 394
met2: 44 / 845 / 14.92 / 8
met3: 1.5 / 28 / 1.056 / 0
met4: 0 / 0 / 1.087 / 0
met5: 0 / 0 / 0 / -
[worst min-delay path by stage]
stage	cells past startpoint	end
CTS	1	clock_divider.count_cycles[9]
global route	1	clock_divider.count_cycles[9]
finish	1	clock_divider.count_cycles[9]
[kinds of logic after synthesis]
group,after synthesis
simple gates,55
flops,29
compound gates,20
xor+xnor,8
buf+inv,8
mux,3
fa+ha+maj,3
[critical path, cell delays in order, from the launching register on]
cell and delay [ps]:
edfxtp_1 380, nand2_1 70, clkdlybuf4s50_1 450
Power figures rest on the tool's default switching activity, not on a simulated workload.
